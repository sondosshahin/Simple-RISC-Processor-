## config.mk

```make
export PLATFORM = sky130hd
export DESIGN_NAME = RegFile
export DESIGN_NICKNAME = RegFile
export VERILOG_FILES = /design/flow/design.v
export SDC_FILE = /design/flow/constraint.sdc
export NUM_CORES = 4
export LEC_CHECK = 1
export CORE_UTILIZATION = 40
```

## constraint.sdc

```tcl
current_design RegFile

set clk_period 6.2
set clk_io_pct 0.2

create_clock -name clk0 -period $clk_period [get_ports {clk}]

set non_clock_inputs [all_inputs -no_clocks]
set_input_delay [expr $clk_period * $clk_io_pct] -clock clk0 $non_clock_inputs
set_output_delay [expr $clk_period * $clk_io_pct] -clock clk0 [all_outputs]
```

## design.v

```verilog
`timescale 1 ns / 1 ps
module RegFile (clk, Rd, Rs1, Rs2, regWR, Rbus1, Rbus2, Wbus1, Wbus2);	
	input wire clk;
	input wire regWR;
	input wire [3:0] Rd, Rs1, Rs2;	   
	output reg [31:0] Rbus1, Rbus2;
	input wire [31:0] Wbus1, Wbus2;	
	reg [31:0] registers_array [0:15]; 	  
	initial begin
		registers_array[0] <= 32'h00000000;
		registers_array[1] <= 32'h00000000;
		registers_array[2] <= 32'h00000000;
		registers_array[3] <= 32'h00000000;
		registers_array[4] <= 32'h00000000;
		registers_array[5] <= 32'h00000000;
		registers_array[6] <= 32'h00000000;		
		registers_array[7] <= 32'h00000000;		
		registers_array[8] <= 32'h00000000;
		registers_array[9] <= 32'h00000000;
		registers_array[10] <= 32'h00000000;
		registers_array[11] <= 32'h00000000;
		registers_array[12] <= 32'h00000000;
		registers_array[13] <= 32'h00000000;
		registers_array[14] <= 32'h00000000;
		registers_array[15] <= 32'h00000000;
	end
	always @(posedge clk) begin
		Rbus1 = registers_array[Rs1];
		Rbus2 = registers_array[Rs2];
	end
	always @(posedge clk) begin
		if ( Rd != 5'b0 ) begin  
			registers_array[Rd] = Wbus1;
		end	
		    registers_array[Rs1] = Wbus2;
	end
endmodule  
```

## run.sh

```bash
#!/bin/bash
# OpenROAD 26Q1-2900-gdf79404cd8, Yosys 0.63+post, stock flow scripts
make -C /OpenROAD-flow-scripts/flow DESIGN_CONFIG=/design/flow/config.mk WORK_HOME=/design/flow/orfs finish
```

==> impl_metrics.yaml <==
# generated from flow reports
clock_tree:
  post-cts-setup-buffers: 0
  clock_tree.root_cell: "sky130_fd_sc_hd__clkbuf_16"
  cts.path.max_buffers: 3
  clkTransAtPathRegs_ns: 0.06
  clock_sinks: 576
  hold_buffers: 0
  cts_resized: 0
  worstSkewPairLatency_ns: 0.62
  cts_made_buffers: 69
  cts_tree: "yes"
  htree_num_levels: 3
global_routing:
  grt_util_all_layers_pct: 25.5
  number_of_global_route_vias_before_repair: 19800
  largest_net_degree_at_the_start_of_global_routing: 91
  antenna_violations_before_repair: 9
  grt_remaining_overflow: 0
  first_pass_grt_wire_length_um: 132000
  grt_use_met3_pct: 17.5
  global_route.peak_usage_layer: "met2"
  met1_track_demand_over_resource_pct: 33.5
  grtUsageMet2_pct: 36.8
drt:
  routedWlPerCell_um: 30.8
  via_count: 18000
  remaining_drc_errors: 0
  route.antenna.remaining_nets: 0
  routed_wirelength_um: 90600
  vias_per_cell: 6.12
  first_iter_violations: 930
  drt_pass1_iterations: 5
logic_synthesis:
  synth.yosys.chip_area_um2: 30900
  topCellsByArea: "sky130_fd_sc_hd__edfxtp_1, sky130_fd_sc_hd__mux2_2, sky130_fd_sc_hd__mux4_2"
  synth_seq_share_pct: 53.8
  yosys_register_bits: 576
  synthDominantAreaCellType: "sky130_fd_sc_hd__edfxtp_1"
  synth_cell_area_um2: 30900
  netlist.top_cell.by_instances: "sky130_fd_sc_hd__edfxtp_1"
  yosys_warnings: 1
  synthesis.area_per_instance_um2: 17.3
  post_synth_inst_count: 1791
  async_flop_share_pct: 0
  synthDominantCellAreaShare_pct: 49.7
  ys_cells: 1791
  post_synth_num_cell_types: 27
  top_cells_by_count: "sky130_fd_sc_hd__edfxtp_1, sky130_fd_sc_hd__mux2_2, sky130_fd_sc_hd__mux4_2"
  enable_flop_cells: 512
  synthFlopType: "sky130_fd_sc_hd__edfxtp_1"
final_layout:
  area_growth_syn_to_layout_pct: 14.6
  num-fill-cells: 6410
  final_layout_size_suffix_gt1_share_pct: 49.6
  fin_cells: 2939
sta:
  setup-violations-final: 0
  max_freq_mhz: 253
  fin_skew_ns: 0.0239
  timing_worst_slew_pin_value_ns: 0.877
  maxSlewHeadroom_pct: 41.3
  final_setup_tns_ns: 0
  final_hold_violating_endpoints: 0
  post-route-period-util_pct: 63.8
  maxSlewViolCount: 0
  setup_repair_after_global_routing_missed_its_margin: "false"
  finalCriticalPeriod_ns: 3.96
power_and_ir_drop:
  power_frac_clock_pct: 40.1
  power_per_cell_area_nw_per_um2: 277
  power.internal_w: 0.00752
  power.switching_fraction_pct: 23.5
  static_leakage_nw: 11.5
  power.net_switching_w: 0.00231
  power.share.combinational_pct: 12.9
  peakVddDrop_mv: 0.187
  seq_power_share_pct: 47.0
  totalPowerFinal_w: 0.00984
run:
  openroad.warnings: 26
  max_cap_viols: 0
placed_design:
  hpwlAfterDp_um: 47100
  gp_congestion: 0.812
  portBuffers: 140
  place.detailed.instances: 2810
critical_path:
  cp-end-kind: "register"
  worst_setup_path_start_kind: "input port"
  cp.arrival_ns: 4.21
  ff2ff_setup_slack_ns: 4.72
  required_ns: 6.45
  kind_of_critical_path: "in -> reg"
  crit_fanout: 17
floorplanning:
  floorplan.die_area_um2: 78500
  floorplan.core_util_pct: 40.6
  rows: 101
  ios: 142
  die_h_um: 280
  core_region_area_um2: 76200
  die_w_um: 280
min_path:
  hold_path.class: "reg -> reg"
run_status:
  run_status: "completed"
==> worst max-delay path, stage by stage <==
cell and delay, ns:
sky130_fd_sc_hd__clkdlybuf4s50_1 0.89, sky130_fd_sc_hd__and2_2 0.63, sky130_fd_sc_hd__buf_4 0.40, sky130_fd_sc_hd__nand3b_2 0.16, sky130_fd_sc_hd__o21ai_4 0.35, sky130_fd_sc_hd__buf_4 0.47
==> per-layer routing <==
| metal | part of all wire (%) | wire, µm | vias to the layer above |
|---|---|---|---|
| met5 | 0.20 | 178 | - |
| met4 | 2.3 | 2040 | 20 |
| met3 | 16 | 14200 | 141 |
| met2 | 46 | 41700 | 1156 |
| met1 | 36 | 32500 | 9135 |
| li1 | - | - | 7539 |
==> per-stage QoR <==
stage	utilization, %	instance area, µm²	hold slack [ns]	setup WS, ns
CTS	46.5	35500	0.681	2.29
floorplan	-	30900	0.655	2.01
global placement	43.6	33200	0.684	1.73
global route	46.5	35500	0.700	2.16
detailed placement	43.6	33200	0.682	1.69
finish	46.5	35500	0.688	2.24
==> final cells by class <==
class | count | area, µm² | area share, %
multi-input combinational | 1011 | 13400 | 37.9
tap | 1030 | 1290 | 3.63
timing repair buffer | 193 | 1850 | 5.21
sequential | 576 | 16700 | 47.0
antenna | 1 | 2.50 | 0.00706
clock inverter | 20 | 118 | 0.332
clock buffer | 108 | 2110 | 5.95
==> registers in the layout, indices dropped and copies added (netlist names) <==
register	flops
registers_array	512
Rbus1	32
Rbus2	32
==> path summary, 6_finish.rpt <==
check | from | to | depth (start not counted)
min reg2reg | registers_array[15][9]$_DFFE_PP_ | Rbus1[9]$_DFF_P_ | 3
max reg2reg | registers_array[11][3]$_DFFE_PP_ | Rbus1[3]$_DFF_P_ | 3
min | registers_array[15][9]$_DFFE_PP_ | Rbus1[9]$_DFF_P_ | 3
max | Rs1[2] | registers_array[13][4]$_DFFE_PP_ | 6
==> power groups by stage <==
| stage | clock [W] | sequential [W] | combinational (W) |
|---|---|---|---|
| 6_report | 0.00394 | 0.00462 | 0.00127 |
| 4_1_cts | 0.00403 | 0.00463 | 0.00128 |
| 5_1_grt | 0.00418 | 0.00465 | 0.00136 |
==> logic make-up after synthesis <==
family	share of synthesized area, %
buffers and inverters	3.65
and+or+nand+nor	1.65
DFF	53.8
AOI/OAI and AO/OA	3.41
muxes	37.5
==> layout by cell type (no fill, tap or decap) <==
cell type and count:
sky130_fd_sc_hd__or2_2 2, sky130_fd_sc_hd__buf_6 2, sky130_fd_sc_hd__nor3b_4 1, sky130_fd_sc_hd__clkinv_2 8, sky130_fd_sc_hd__diode_2 1, sky130_fd_sc_hd__mux2_1 3
sky130_fd_sc_hd__clkbuf_8 14, sky130_fd_sc_hd__nor2b_4 4, sky130_fd_sc_hd__o21ai_4 5, sky130_fd_sc_hd__mux4_2 240, sky130_fd_sc_hd__nor4_4 1, sky130_fd_sc_hd__and2_2 2
sky130_fd_sc_hd__nor2_4 6, sky130_fd_sc_hd__clkinv_4 1, sky130_fd_sc_hd__buf_4 50, sky130_fd_sc_hd__clkinv_8 1, sky130_fd_sc_hd__clkbuf_16 74, sky130_fd_sc_hd__buf_12 3
sky130_fd_sc_hd__nor3_4 4, sky130_fd_sc_hd__mux2_2 509, sky130_fd_sc_hd__nand3_2 3, sky130_fd_sc_hd__mux4_1 16, sky130_fd_sc_hd__clkbuf_1 21, sky130_fd_sc_hd__clkdlybuf4s50_1 136
sky130_fd_sc_hd__clkinv_1 7, sky130_fd_sc_hd__nand2_1 66, sky130_fd_sc_hd__o21bai_4 6, sky130_fd_sc_hd__buf_8 1, sky130_fd_sc_hd__edfxtp_1 512, sky130_fd_sc_hd__a22oi_1 128
sky130_fd_sc_hd__nand3b_2 2, sky130_fd_sc_hd__o22ai_4 4, sky130_fd_sc_hd__nand2b_1 8, sky130_fd_sc_hd__inv_6 3, sky130_fd_sc_hd__and3_2 1, sky130_fd_sc_hd__dfxtp_1 64
No activity file was given, so power comes from the tool's default toggle rates.
