`flow/config.mk`:
```
export PLATFORM = sky130hd
export DESIGN_NAME = control_unit
export DESIGN_NICKNAME = control_unit
export VERILOG_FILES = /design/flow/design.v
export SDC_FILE = /design/flow/constraint.sdc
export NUM_CORES = 4
export LEC_CHECK = 1
export CORE_AREA = 10 10 77 77
export DIE_AREA = 0 0 87 87
```
`flow/constraint.sdc`:
```
current_design control_unit

set clk_period 1.7
set clk_io_pct 0.2

create_clock -name clk0 -period $clk_period [get_ports {clock}]

set non_clock_inputs [all_inputs -no_clocks]
set_input_delay [expr $clk_period * $clk_io_pct] -clock clk0 $non_clock_inputs
set_output_delay [expr $clk_period * $clk_io_pct] -clock clk0 [all_outputs]
```
`flow/design.v`:
```
parameter
AND = 6'b000000,
ADD = 6'b000001,
SUB = 6'b000010,  
ANDI = 6'b000011,
ADDI = 6'b000100,
LW = 6'b000101,
LW_POI = 6'b000110,
SW = 6'b000111,
BGT = 6'b001000,
BLT = 6'b001001,
BEQ = 6'b001010,
BNE = 6'b001011,   
JMP = 6'b001100,
CALL = 6'b001101,
RET = 6'b001110,
PUSH = 6'b001111,
POP = 6'b010000,
ALU_Add = 2'b00,
ALU_Sub = 2'b01,
ALU_And = 2'b10,	 
ALU_srcReg = 1'b0,
ALU_srcImm = 1'b1,
pc_next = 2'b00,
pc_BTA = 2'b01,
pc_JA = 2'b10,
pc_topofstack = 2'b11,	   
alu_res = 1'b0,	 
M_dataout = 1'b1,	  
sp = 1'b0,
sp_plusone = 1'b1,		
alu_out = 1'b0,	
sp_val = 1'b1,
rd_reg = 1'b0, 
pc_plus1 = 1'b1,
unsighned_ext = 1'b0,
sighned_ext = 1'b1,	  
disable_wr = 1'b0,
enable_wr = 1'b1,
rs = 1'b0,
rs_plus1 = 1'b1;
module control_unit (clock, regWr, AluOp, AluSrc, Ext, Wresult, Bw2,
	MemRd, MemWr, pc_control, DMadd, DMdata, SP, opcode);
	input wire clock;
	input wire [5:0] opcode;
	output reg Wresult, DMadd, DMdata, SP, AluSrc, Bw2;
	output reg [1:0] pc_control;
	output reg MemRd, MemWr, Ext, regWr;
	output reg [1:0]AluOp;	   
	always@(posedge clock) begin 
		if (opcode == RET) begin	
			pc_control = pc_topofstack;
		end	else if (opcode == JMP || opcode == CALL) begin
			pc_control = pc_JA;
		end else if (opcode == BEQ || opcode == BNE || opcode == BGT || opcode == BLT) begin 	 
			pc_control = pc_BTA;
		end else begin
			pc_control = pc_next; 
		end
	end	 
	always@(posedge clock) begin  
		if (opcode == AND || opcode == ADD || opcode == SUB ) begin
			AluSrc = ALU_srcReg;
		end else if (opcode == ANDI || opcode == ADDI || opcode == LW || opcode == LW_POI || opcode == SW || opcode == BGT
				|| opcode == BLT || opcode == BEQ || opcode == BNE) begin
			AluSrc = ALU_srcImm;
		end
	end
	always@(posedge clock) begin   
		if (opcode == AND || opcode == ANDI)begin
			AluOp = ALU_And;
		end else if (opcode == SUB)begin 
			AluOp = ALU_Sub;
		end else begin 
			AluOp = ALU_Add;
		end
	end	
	always@(posedge clock) begin 
		if (opcode == ADDI || opcode == ANDI) begin
			Ext = unsighned_ext;
		end else begin
			Ext = sighned_ext;
		end
	end	
	always@(posedge clock) begin 
		if (opcode == AND || opcode == ADD || opcode == SUB || opcode == ANDI || opcode == ADDI || opcode == LW || opcode == LW_POI) begin
			regWr = 1'b1;
		end	 else begin	
			regWr = 1'b0;
		end
	end
	always@(posedge clock) begin   
		if (opcode == LW_POI) begin
			Bw2 = rs_plus1;
		end else begin	
			Bw2 = rs;
		end
	end
	always@(posedge clock) begin  
		if (opcode == LW || opcode == LW_POI || opcode == RET || opcode == POP) begin	
			MemRd = 1'b1;
			MemWr = 1'b0;
		end else if (opcode == SW || opcode == CALL || opcode == PUSH) begin
			MemRd = 1'b0;
			MemWr = 1'b1;
		end
	end	
	always@(posedge clock) begin   		 
		if (opcode == LW || opcode == LW_POI || opcode == SW) begin
			DMadd = 1'b0;
		end else if ( opcode == CALL ||  opcode == RET || opcode == POP || opcode == PUSH) begin
			DMadd = 1'b1;
		end
	end
	always@(posedge clock) begin 
		if (opcode == PUSH) begin 
			SP = 1'b0;
		end else if (opcode == POP) begin 
			SP = 1'b1;
		end		
	end
endmodule  
module test ();	
	wire clock; 
	 reg [5:0] opcode;
	 reg Wresult, DMadd, DMdata, SP, AluSrc, Bw2;
	 reg [1:0] pc_control;
	 reg MemRd, MemWr, Ext, regWr;
	 reg [1:0]AluOp;
	 control_unit cu (clock, regWr, AluOp, AluSrc, Ext, Wresult, Bw2,
	MemRd, MemWr, pc_control, DMadd, DMdata, SP, opcode);
	ClockGenerator clock_generator(clock);
	initial begin
		#5
		opcode [5:0] <= 6'b000000;	 
		#10	
		opcode [5:0] <= 6'b000001;	 
	end
endmodule	
```
`flow/run.sh`:
```
#!/bin/bash
# OpenROAD 26Q1-2900-gdf79404cd8, Yosys 0.63+post, stock flow scripts
make -C /OpenROAD-flow-scripts/flow DESIGN_CONFIG=/design/flow/config.mk WORK_HOME=/design/flow/orfs finish
```
==> run summary <==
Latest figures from synthesis and place and route.

The flow ran to the end, and the final reports show no timing, DRC or antenna violations. The final cell count without fillers is between 100 and 150. The post-detailed-route wirelength per cell is about 11 microns. Overall routing resource usage recorded by global route was 0.04053.

The maximum fanout along the worst path is 2. The final core utilization is 0.1963. The tally of nets with antenna violations remaining after routing is 0. In this run the number of cells on the critical path is 4.

In this run the number of H-tree levels came out at 1. At the end of routability-driven placement, the weighted congestion stood at 0.7910. The power per unit of standard cell area is a little under 900 nW/um^2. For this design, the CTS-stage hold fixing added 0 buffers. The maximum number of pins on one net before global-route repair is 11. The critical path's slowest stage uses the library cell sky130_fd_sc_hd__clkdlybuf4s50_1. The critical path required time is around 1.8 ns.

For the worst reg-to-reg path, the endpoint reported by OpenROAD is MemRd. The number of warnings reported in the stage logs is 25. Final hold analysis gives a worst-case slack of between 0.4 and 0.5 ns. The layout has 456 filler cells. In the setup report, the worst path falls into the class in -> reg.

Setup repair after global routing left no endpoint under its margin. The family of cells with the greatest summed delay on the critical path is buffers and inverters. The first global-routing pass estimated ~2500 microns of wire.

TritonCTS built the clock tree. After routing, the total negative slack on setup checks comes to 0 ns. Yosys printed 3 warnings.

After clock tree synthesis, the repair step resized 0 gates. Once iteration 0 of detailed routing completed, the report listed 57 DRC markers. The worst setup path is launched from a primary input. The effective utilization at floorplan is 0.1190. The area of placed instances is roughly 800 sq um. By instance count after routing, the leading logic cell types are 18 x sky130_fd_sc_hd__clkdlybuf4s50_1, 12 x sky130_fd_sc_hd__dfxtp_1, 8 x sky130_fd_sc_hd__buf_4. For this design the static power due to leakage is 0.3204 nW. Per the layout area report, the combinational gate area comes to about 250 sq um. The area taken by sequential standard cells is reported as approximately 240 sq um. The reg-to-reg setup timing slack is between 1 and 1.5 ns. Per the placement report, the placed cell count is ~130. After routing the design area is roughly 850 sq um. Per the post-run analysis, buffers plus inverters along the critical path come to 1. The number of buffers between clock root and the deepest sink is 2. The total overflow reported by the global router is 0. The floorplan report gives the top-level pin count as 21. STA reports the tightest min-delay check as being of type reg -> reg. The timing report gives the biggest stage delay along the critical path as between 0.4 and 0.5 ns. The total area inside the core boundary comes to about 4400 sq um.

The critical register-to-register path startpoint is MemRd. The share of the yosys chip area belonging to registers is 0.4638. A synthesized cell averages a little over 9 sq um.

The critical path ends at MemWr. The final worst-path cycle share is 0.8986. The number of clock sinks seen by CTS is 12. The via count of the first global-routing pass is between 400 and 500.

The launching instance or port of the critical path is opcode[4]. Once the clock tree was built, the setup fixing pass inserted 0 buffers. The HPWL after detailed placement is roughly 1100 microns. STA puts the critical path data arrival time at 1.64 ns. The minimum period implied by the final worst setup slack is roughly 1.5 ns. The number of distinct library cells after synthesis is 27. The count of buffers added on input and output ports is 18. The overall die size recorded for this design is about 7600 sq um. The type of element capturing the critical path is a register. The registers of the reported paths see a clock transition of approximately 0.05 ns. The layout summary lists the proportion of cells stronger than drive strength 1 as 0.1707. The design draws 0.7511 mW.

The clock insertion delay at the later pin of the skew report is approximately 0.23 ns. Between the synthesized netlist and the finished layout, the area growth was recorded as 64.98%. The total count of max-transition violations in the final report is 0. The initial antenna violation count is 0.

For this run, the top clock speed supported by timing is ~650 MHz. Counting the buffers created by CTS gives 3. Post-synthesis, Yosys gives the total cell area as slightly above 500 sq um.

In the final report, the number of endpoints failing setup comes to 0. Using the TritonRoute via totals, the vias-per-cell ratio works out to around 3.5. The routed layout has 471 vias. The pre-antenna-repair detailed-routing pass consisted of 4 iterations. The number of diodes added for antenna fixing is 0. The die is 87 microns wide. The DRC violation count after routing is 0. The worst-case IR drop observed on VDD is between 0.2 and 0.3 mV. The final setup slack of the worst path is approximately 0.17 ns. Per the final timing report, the hold violations number 0.

The tree is rooted in a sky130_fd_sc_hd__clkbuf_8. The wire length after detailed routing is roughly 1400 microns. The post-synthesis sequential element count is 12. The depth of the most critical reg-to-reg path is 1. From bottom edge to top edge, the die measures approximately 87 microns. The signal on the critical path passes through clkdlybuf4s50_1 > or3b_1 > a2111oi_4 > nor3_1. Counting only logic cells after layout, the most numerous master is sky130_fd_sc_hd__clkdlybuf4s50_1. The cell area that synthesis handed to floorplanning was 518.0 sq um. The report counts max-capacitance violations totalling 0. The cell count listed in synth_stat.txt is roughly 56. The post-synthesis cell count is between 50 and 60.

Row generation in the floorplan step produced 24 rows. Before CTS, the worst setup slack after placement is -0.09289 ns. The post-route clock skew is 0 ns.
routing by layer:
layer,part of all wire,global-route usage,up-vias
met1,0.36,0.04403,206
met2,0.47,0.06262,15
met3,0.16,0.03113,5
met5,0,0,-
li1,-,-,245
met4,0.014,0.005891,0
registers in the layout, summed over array words and instances (netlist names):
name / cells
regWr: 1
AluSrc: 1
MemRd: 1
DMadd: 1
Bw2: 1
MemWr: 1
Ext: 1
pc_control: 2
AluOp: 2
SP: 1
worst min-delay path by stage:
stage,start,end,depth (start not counted)
6_report,MemRd,MemRd,1
4_1_cts,MemRd,MemRd,1
5_1_grt,SP,SP,1
cells by family (layout without fill, tap and decap cells):
family,count (synthesis),count (layout),synth area share
buffers and inverters,6,31,0.06037
multiplexers,1,1,0.01932
other,1,2,0.007239
AND/OR/NAND/NOR,24,24,0.2706
AND-OR/OR-AND,12,12,0.1787
flip-flops,12,12,0.4638
Yosys cell counts:
cell,count,area [sq um]
sky130_fd_sc_hd__o21ai_1,1,5.000
sky130_fd_sc_hd__nand2_1,5,18.77
sky130_fd_sc_hd__a2111oi_4,1,27.53
sky130_fd_sc_hd__a21oi_1,6,30.03
sky130_fd_sc_hd__dfxtp_1,12,240.2
sky130_fd_sc_hd__inv_1,1,3.750
sky130_fd_sc_hd__and2_1,1,6.260
sky130_fd_sc_hd__buf_2,1,5.000
sky130_fd_sc_hd__nand3_1,2,10.01
sky130_fd_sc_hd__nand2b_1,2,12.51
sky130_fd_sc_hd__a211o_1,1,8.760
sky130_fd_sc_hd__and3_1,1,6.260
sky130_fd_sc_hd__nor3b_1,1,7.510
sky130_fd_sc_hd__o2bb2ai_1,1,8.760
sky130_fd_sc_hd__nor2_1,4,15.01
sky130_fd_sc_hd__nor3_1,1,5.000
sky130_fd_sc_hd__clkbuf_1,2,7.510
sky130_fd_sc_hd__nand3b_1,1,7.510
sky130_fd_sc_hd__nor4b_1,2,17.52
sky130_fd_sc_hd__buf_4,2,15.01
sky130_fd_sc_hd__mux2i_1,1,10.01
sky130_fd_sc_hd__nor3b_2,1,12.51
sky130_fd_sc_hd__or3b_1,1,8.760
sky130_fd_sc_hd__a31oi_1,2,12.51
sky130_fd_sc_hd__or3_1,1,6.260
sky130_fd_sc_hd__conb_1,1,3.750
sky130_fd_sc_hd__or2_1,1,6.260
area by class of cell:
type                            instances  area share
Multi-Input combinational cell         39      0.2928
Inverter                                1    0.004392
Timing Repair Buffer                   26      0.2811
Clock buffer                            4     0.06442
Sequential cell                        12      0.2811
Tap cell                               52     0.07613
power by group:
group	leakage [nW]	internal [mW]	total, mW	switching (mW)
combinational	0.193	0.0839	0.130	0.0462
clock	0.0288	0.204	0.303	0.0991
sequential	0.0986	0.306	0.318	0.0116
Power figures rest on the tool's default switching activity, not on a simulated workload.
